==> design.v <==
module Debounce_Filter #(parameter DEBOUNCE_LIMIT = 20) (
  input  i_Clk,
  input  i_Bouncy,
  output o_Debounced);
  reg [$clog2(DEBOUNCE_LIMIT)-1:0] r_Count = 0;
  reg r_State = 1'b0;
  always @(posedge i_Clk)
  begin
    if (i_Bouncy !== r_State && r_Count < DEBOUNCE_LIMIT-1)
    begin
      r_Count <= r_Count + 1;
    end
    else if (r_Count == DEBOUNCE_LIMIT-1)
    begin
      r_State <= i_Bouncy;
      r_Count <= 0;
    end 
    else
    begin
      r_Count <= 0;
    end
  end
  assign o_Debounced = r_State;
endmodule
module Binary_To_7Segment 
 (input       i_Clk,
  input [3:0] i_Binary_Num,
  output      o_Segment_A,
  output      o_Segment_B,
  output      o_Segment_C,
  output      o_Segment_D,
  output      o_Segment_E,
  output      o_Segment_F,
  output      o_Segment_G);
  reg [6:0]    r_Hex_Encoding;
  always @(posedge i_Clk)
    begin
      case (i_Binary_Num)
        4'b0000 : r_Hex_Encoding <= 7'h7E;
        4'b0001 : r_Hex_Encoding <= 7'h30;
        4'b0010 : r_Hex_Encoding <= 7'h6D;
        4'b0011 : r_Hex_Encoding <= 7'h79;
        4'b0100 : r_Hex_Encoding <= 7'h33;          
        4'b0101 : r_Hex_Encoding <= 7'h5B;
        4'b0110 : r_Hex_Encoding <= 7'h5F;
        4'b0111 : r_Hex_Encoding <= 7'h70;
        4'b1000 : r_Hex_Encoding <= 7'h7F;
        4'b1001 : r_Hex_Encoding <= 7'h7B;
        4'b1010 : r_Hex_Encoding <= 7'h77;
        4'b1011 : r_Hex_Encoding <= 7'h1F;
        4'b1100 : r_Hex_Encoding <= 7'h4E;
        4'b1101 : r_Hex_Encoding <= 7'h3D;
        4'b1110 : r_Hex_Encoding <= 7'h4F;
        4'b1111 : r_Hex_Encoding <= 7'h47;
      endcase
    end
  assign o_Segment_A = r_Hex_Encoding[6];
  assign o_Segment_B = r_Hex_Encoding[5];
  assign o_Segment_C = r_Hex_Encoding[4];
  assign o_Segment_D = r_Hex_Encoding[3];
  assign o_Segment_E = r_Hex_Encoding[2];
  assign o_Segment_F = r_Hex_Encoding[1];
  assign o_Segment_G = r_Hex_Encoding[0];
endmodule
module tallyProject
    (
        input i_Clk,
        input i_Switch_1,
        input i_Switch_2,
        input i_Switch_3,
        output o_Segment1_A,
        output o_Segment1_B,
        output o_Segment1_C,
        output o_Segment1_D,
        output o_Segment1_E,
        output o_Segment1_F,
        output o_Segment1_G,
        output o_Segment2_A,
        output o_Segment2_B,
        output o_Segment2_C,
        output o_Segment2_D,
        output o_Segment2_E,
        output o_Segment2_F,
        output o_Segment2_G,
    );
    localparam DEBOUNCE_LIMIT = 25000;
    reg [7:0] r_Score = 8'b00000000;
    reg pressed = 1'b0;
    wire w_Switch_1, w_Switch_2, w_Switch_3;
    wire w_S1_A, w_S1_B, w_S1_C, w_S1_D, w_S1_E, w_S1_F, w_S1_G;
    wire w_S2_A, w_S2_B, w_S2_C, w_S2_D, w_S2_E, w_S2_F, w_S2_G;
    wire [7:0] w_Score;
    Debounce_Filter #(.DEBOUNCE_LIMIT(DEBOUNCE_LIMIT)) Debounce_i_Switch_1
    (.i_Clk(i_Clk), 
     .i_Bouncy(i_Switch_1),
     .o_Debounced(w_Switch_1));
    Debounce_Filter #(.DEBOUNCE_LIMIT(DEBOUNCE_LIMIT)) Debounce_i_Switch_2
    (.i_Clk(i_Clk), 
     .i_Bouncy(i_Switch_2),
     .o_Debounced(w_Switch_2));
    Debounce_Filter #(.DEBOUNCE_LIMIT(DEBOUNCE_LIMIT)) Debounce_i_Switch_3
    (.i_Clk(i_Clk), 
     .i_Bouncy(i_Switch_3),
     .o_Debounced(w_Switch_3));
    Binary_To_7Segment Binary_To_7Segment_i_Score1(
        .i_Clk(i_Clk),
        .i_Binary_Num(w_Score[7:4]),
        .o_Segment_A(w_S1_A),
        .o_Segment_B(w_S1_B),
        .o_Segment_C(w_S1_C),
        .o_Segment_D(w_S1_D),
        .o_Segment_E(w_S1_E),
        .o_Segment_F(w_S1_F),
        .o_Segment_G(w_S1_G)
    );
    Binary_To_7Segment Binary_To_7Segment_i_Score2(
        .i_Clk(i_Clk),
        .i_Binary_Num(w_Score[3:0]),
        .o_Segment_A(w_S2_A),
        .o_Segment_B(w_S2_B),
        .o_Segment_C(w_S2_C),
        .o_Segment_D(w_S2_D),
        .o_Segment_E(w_S2_E),
        .o_Segment_F(w_S2_F),
        .o_Segment_G(w_S2_G)
    );
    always @(posedge i_Clk)
    begin
        if (w_Switch_1 && ~pressed && r_Score < 8'b11111111)
        begin
            r_Score <= r_Score + 1'b1;
            pressed <= 1;
        end
        else if (w_Switch_2 && r_Score > 0 && ~pressed)
        begin
            r_Score <= r_Score - 1'b1;
            pressed <= 1;
        end
        else if (w_Switch_3 && ~pressed)
        begin
            r_Score <= 0;
            pressed <= 1;
        end
        else
            pressed <= 0;
    end
    assign w_Score = r_Score;
    assign o_Segment1_A = ~w_S1_A;
    assign o_Segment1_B = ~w_S1_B;
    assign o_Segment1_C = ~w_S1_C;
    assign o_Segment1_D = ~w_S1_D;
    assign o_Segment1_E = ~w_S1_E;
    assign o_Segment1_F = ~w_S1_F;
    assign o_Segment1_G = ~w_S1_G;
    assign o_Segment2_A = ~w_S2_A;
    assign o_Segment2_B = ~w_S2_B;
    assign o_Segment2_C = ~w_S2_C;
    assign o_Segment2_D = ~w_S2_D;
    assign o_Segment2_E = ~w_S2_E;
    assign o_Segment2_F = ~w_S2_F;
    assign o_Segment2_G = ~w_S2_G;
endmodule
==> run.sh <==
#!/bin/bash
# OpenROAD 26Q1-2900-gdf79404cd8, Yosys 0.63+post, stock flow scripts
make -C /OpenROAD-flow-scripts/flow DESIGN_CONFIG=/design/flow/config.mk WORK_HOME=/design/flow/orfs finish
==> config.mk <==
export PLATFORM = sky130hd
export DESIGN_NAME = tallyProject
export DESIGN_NICKNAME = tallyProject
export VERILOG_FILES = /design/flow/design.v
export SDC_FILE = /design/flow/constraint.sdc
export NUM_CORES = 4
export LEC_CHECK = 1
export CORE_UTILIZATION = 50
==> constraint.sdc <==
current_design tallyProject

set clk_period 2.5
set clk_io_pct 0.2

create_clock -name clk0 -period $clk_period [get_ports {i_Clk}]

set non_clock_inputs [all_inputs -no_clocks]
set_input_delay [expr $clk_period * $clk_io_pct] -clock clk0 $non_clock_inputs
set_output_delay [expr $clk_period * $clk_io_pct] -clock clk0 [all_outputs]
==> results.txt <==
Implementation run completed; key figures follow.

Floorplan:
- The run gives the starting density of the core as 52.7%.
- The floorplan has 30 rows.
- The run gives the height of the die as 87.5 um.
- The run puts the area of the placeable core at 6940 um2.
- The run puts the die width at 87.5 um.
- The run puts the chip footprint at 7660 um2.
- The run gives the I/O pin count as 18.

Synth:
- The run puts the yosys cell count at 429.
- Of all flip-flops after synthesis, the portion carrying an async set or reset was 0%.
- The run gives the sequential share of the synthesized area as 41.9%.
- For this run, the number of Yosys warnings is 3.
- Counting instances in the post-synthesis netlist gives the leading cell types as 60 x sky130_fd_sc_hd__dfxtp_1, 57 x sky130_fd_sc_hd__nor2_1, 34 x sky130_fd_sc_hd__nand2_1.
- The run puts the share of the synthesized area in the top cell type at 32.8%.
- The run gives the most frequently used flop master after synthesis as sky130_fd_sc_hd__dfxtp_1.
- The run puts the count of different cell masters after synthesis at 51.
- The run gives the gate count of the mapped netlist as 429.
- The run puts the post-synth design cell area at 3660 um2.
- Sorting the Yosys area breakdown by cell type puts at the top sky130_fd_sc_hd__dfxtp_1.
- The run gives the most instantiated library cell after synthesis as sky130_fd_sc_hd__dfxtp_1.
- The post-synth register bit count is 71.
- The run gives the Yosys chip area as 3660 um2.
- Yosys mapped a number of flops with a built-in enable equal to 11.
- The synthesis report lists the most area-consuming cells as sky130_fd_sc_hd__dfxtp_1 33%, sky130_fd_sc_hd__edfxtp_1 9.0%, sky130_fd_sc_hd__ha_1 6.2%.
- Averaged over all synthesized cells, the footprint is 8.53 um2.

Timing:
- The run puts the transition time at the pin with the least slew margin at 0.510 ns.
- The run puts the clock period minus final worst setup slack at 2.17 ns.
- Setup repair after global routing left no endpoint under its margin.
- The run puts the portion of the clock cycle consumed by the worst path in the final layout at 87.0%.
- The run gives the relative slew slack as 66.0%.
- The last timing report of the flow puts the setup violation total at 0.
- The run puts the accumulated negative setup slack at 0 ns.
- The run gives the max-slew violation total from the final report as 0.
- The run puts the fmax at 460 MHz.
- In the final report, the number of hold violations comes to 0.
- The run gives the post-route clock skew as 0.0101 ns.

Flow run:
- Per the run summary, max-cap violations total 0.
- Warnings raised by the tools during the run amount to 38.

CTS:
- The H-tree generated during clock tree synthesis spans 3 levels.
- The run gives the cell chosen for the clock root as sky130_fd_sc_hd__clkbuf_8.
- The run gives the CTS tree as yes.
- CTS reports a maximum clock tree buffer depth of 2.
- The run puts the clock latency reported for the late side of the worst-skew pair at 0.33 ns.
- The run puts the clock-pin slew reported for the worst setup and hold paths after clock tree synthesis at 0.08 ns.
- The run puts the number of buffers inserted during clock tree synthesis at 9.
- After clock tree synthesis, the setup repair step added 0 buffers.
- The run puts the post-cts hold-fix buffer tally at 0.
- The run gives the CTS sink count as 71.
- The run gives the number of gates given a new drive strength after cts as 0.

Route:
- Per the detail_route report, vias per standard cell equal 5.30.
- The run puts the count of nets left with antenna violations after detail routing at 0.
- The run gives the average routed wire per standard cell as 12.1 um.
- The run gives the total iterations of the first detailed-routing run as 6.
- For this run, design rule violations remaining after detail routing come to 0.
- For this block, the via count after detailed routing is 2,921.
- After the first detailed-routing iteration, the DRC count stood at 160.
- The run puts the number of diodes at 0.
- The run gives the wire length reported by the detailed router as 6.67 mm.

Placement:
- Detailed placement finished with a half-perimeter wire length of 4.62 mm.
- Input and output buffers added on the ports amount to 17.
- RePlAce ended its routability-driven mode at a weighted congestion of 0.836.
- The run gives the post-place instance area as 3960 um2.

Global routing:
- The number of global-route vias before repair was 2,663.
- Entering global routing, the biggest net connects 18 pins.
- The run puts the all-layer global routing usage at 19.3%.
- The run puts the residual overflow from global routing at 0.
- The run gives the first-pass GRT wire length as 11.7 mm.
- The run puts the initial antenna violation count at 0.

Power:
- The run gives the net switching power as 460 uW.
- The run puts the combinational share of power at 2.3%.
- The run gives the clock network fraction of total power as 41.2%.
- The run puts the switching power as a share of total power at 21.9%.
- In the power breakdown, the internal column shows 1640 uW.
- The run puts the sequential group share of total power at 56.4%.
- Summed over all cells, the static leakage comes to 0.00160 uW.
- The run gives the power per cell area as 506 nW/um2.
- The run puts the worst supply voltage drop on vdd at 0.283 mV.

Worst hold path:
- The run gives the path category of the worst min-delay check as reg -> reg.
- The launch point of the worst min-delay path is recorded as Debounce_i_Switch_2.r_Count[0].

Layout:
- The flow measured a signed area growth from synthesis to layout of 13.5%.
- The run gives the post-route cell area as 4150 um2.
- The run puts the share of final-layout standard cells stronger than drive strength 1 at 6.81%.

Worst setup path:
- The run gives the worst-path maximum fanout as 13.
- The run gives the critical path data required time as 2.59 ns.
- The worst setup path is launched from a flip-flop.
- The run gives the kind of end point of the critical path as a flip-flop.
- The run puts the data arrival time of the worst path at 2.26 ns.
- The most critical setup path has its startpoint at r_Score[4].
- In the setup report, the worst path falls into the class reg -> reg.
- The run gives the source of the worst register-to-register timing path as r_Score[4].

Run status:
- The run finished with clean final reports.
[layout by cell type, fill, tap and decap left out, types with 4 or more instances in the layout]
master	instances
sky130_fd_sc_hd__clkdlybuf4s50_1	17
sky130_fd_sc_hd__edfxtp_1	11
sky130_fd_sc_hd__a31oi_1	10
sky130_fd_sc_hd__nor4_1	10
sky130_fd_sc_hd__o21ai_0	18
sky130_fd_sc_hd__nor2_1	57
sky130_fd_sc_hd__clkbuf_8	10
sky130_fd_sc_hd__xor2_1	15
sky130_fd_sc_hd__or3_1	5
sky130_fd_sc_hd__and3_1	7
sky130_fd_sc_hd__buf_4	10
sky130_fd_sc_hd__a22oi_1	5
sky130_fd_sc_hd__nand4_1	13
sky130_fd_sc_hd__nand3_1	15
sky130_fd_sc_hd__nor3_1	10
sky130_fd_sc_hd__ha_1	18
sky130_fd_sc_hd__nand2_1	34
sky130_fd_sc_hd__a32oi_1	4
sky130_fd_sc_hd__inv_1	31
sky130_fd_sc_hd__a21oi_1	23
sky130_fd_sc_hd__dfxtp_1	60
sky130_fd_sc_hd__nand2b_1	5
sky130_fd_sc_hd__xnor2_1	20
[cells by family (layout without fill, tap and decap cells)]
group           after synthesis  after routing  share of synthesized area [%]
xor+xnor                     35             35                           8.38
mux                           3              3                          0.821
compound gates               80             80                           14.0
simple gates                174            174                           23.8
fa+ha+maj                    18             18                           6.16
flops                        71             71                           41.9
buf+inv                      48             74                           4.99
[layer usage]
metal	vias up	share of wire, %	track usage [%]
li1	1555	-	-
met1	1307	52	29.8
met2	50	43	31.0
met3	9	3.2	2.12
met4	0	1.5	3.43
met5	-	0	0
[metrics by stage]
step,std cells,util (%),setup slack (ns),total power [uW],hold WS [ns]
final,551,59.8,0.326,2100,0.478
after global routing,551,59.8,0.0793,2190,0.510
after CTS,551,59.8,0.330,2130,0.487
after detailed placement,535,57.0,0.335,1260,0.470
after global placement,535,57.0,0.387,1260,0.455
after floorplan,429,-,0.101,1240,0.430
[power by group through the flow]
stage	Clock (uW)	Combinational (uW)	Sequential [uW]
finish	866	49.1	1180
global route	945	57.7	1190
CTS	900	49.7	1180
[sequential cells by signal (all words and copies together), names as in the netlist]
name,cells
Debounce_i_Switch_3.r_State,1
Debounce_i_Switch_2.r_State,1
Debounce_i_Switch_1.r_Count,15
pressed,1
Binary_To_7Segment_i_Score2.r_Hex_Encoding,7
Debounce_i_Switch_2.r_Count,15
r_Score,8
Debounce_i_Switch_3.r_Count,15
Binary_To_7Segment_i_Score1.r_Hex_Encoding,7
Debounce_i_Switch_1.r_State,1
[worst max-delay path, stage by stage, from the launching register on]
cell	delay, ns
sky130_fd_sc_hd__edfxtp_1	0.53
sky130_fd_sc_hd__inv_1	0.19
sky130_fd_sc_hd__ha_1	0.24
sky130_fd_sc_hd__nor3b_1	0.34
sky130_fd_sc_hd__a21oi_1	0.12
sky130_fd_sc_hd__buf_4	0.19
sky130_fd_sc_hd__a211oi_1	0.21
sky130_fd_sc_hd__o22ai_1	0.12
[final timing paths]
path / endpoint / slack [ns] / cells after the start
setup / recovery: r_Score[3] / 0.33 / 7
hold / removal: Debounce_i_Switch_2.r_Count[0] / 0.48 / 1
setup reg to reg: r_Score[3] / 0.33 / 7
hold reg to reg: Debounce_i_Switch_2.r_Count[0] / 0.48 / 1
[area by class of cell]
cell class | instances | area, um2
Fill cell | 617 | 2790
Multi-Input combinational cell | 310 | 1940
Sequential cell | 71 | 1530
Timing Repair Buffer | 27 | 245
Clock buffer | 12 | 166
Tap cell | 96 | 120
Inverter | 31 | 116
Clock inverter | 4 | 27.5
No activity file was given, so power comes from the tool's default toggle rates.
