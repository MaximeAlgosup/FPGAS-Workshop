`flow/config.mk`:
```
export PLATFORM = sky130hd
export DESIGN_NAME = TP5
export DESIGN_NICKNAME = TP5
export VERILOG_FILES = /design/flow/design.v
export SDC_FILE = /design/flow/constraint.sdc
export NUM_CORES = 4
export LEC_CHECK = 1
export CORE_AREA = 10 10 106 106
export DIE_AREA = 0 0 116 116
```
`flow/constraint.sdc`:
```
current_design TP5

set clk_period 5.2
set clk_io_pct 0.2

create_clock -name clk0 -period $clk_period [get_ports {i_Clock}]

set non_clock_inputs [all_inputs -no_clocks]
set_input_delay [expr $clk_period * $clk_io_pct] -clock clk0 $non_clock_inputs
set_output_delay [expr $clk_period * $clk_io_pct] -clock clk0 [all_outputs]
```
`flow/design.v`:
```
module TP5 
    (
        input i_Clock,
        output o_LED_1,
        output o_LED_2,
        output o_LED_3,
        output o_LED_4,
    );
    localparam COUNT_LIMIT = 12500000;
    reg [24:0] r_Count = 25'd0;
    reg r_LED_1 = 1'b0;
    reg r_LED_2 = 1'b0;
    reg r_LED_3 = 1'b0;
    reg r_LED_4 = 1'b0;
    assign o_LED_1 = r_LED_1;
    assign o_LED_2 = r_LED_2;
    assign o_LED_3 = r_LED_3;
    assign o_LED_4 = r_LED_4;
    always @(posedge i_Clock)
    begin
        if (r_Count == COUNT_LIMIT)
        begin
            r_Count <= 0;
            r_LED_1 <= ~r_LED_1;
        end
        else
        begin
            r_Count <= r_Count + 1;
        end
        if (r_Count == COUNT_LIMIT/2)
        begin
            r_LED_2 <= ~r_LED_2;
        end
        if (r_Count == COUNT_LIMIT/4)
        begin
            r_LED_3 <= ~r_LED_3;
        end
        if (r_Count == COUNT_LIMIT/8)
        begin
            r_LED_4 <= ~r_LED_4;
        end
    end
endmodule
```
`flow/run.sh`:
```
#!/bin/bash
# OpenROAD 26Q1-2900-gdf79404cd8, Yosys 0.63+post, stock flow scripts
make -C /OpenROAD-flow-scripts/flow DESIGN_CONFIG=/design/flow/config.mk WORK_HOME=/design/flow/orfs finish
```
==> impl_metrics.tcl <==
# collected from the flow reports
set metrics [dict create \
    path_max_fanout 2 \
    slew_violations 0 \
    largest_area_cell "dfxtp_1" \
    routed_wl_mm 2.96 \
    tightest_slew_ps 674 \
    p_leak_uw 0.000541 \
    die_x_um 116 \
    die_y_um 116 \
    fillCellCount 980 \
    p_comb_share_pct 0 \
    synthCells 162 \
    port_buffers 4 \
    status "finished clean" \
    comb_area_um2 766 \
    top_cells_by_area "dfxtp_1 34%, edfxtp_1 8.2%, xnor2_1 7.8%" \
    rows 34 \
    io_pins 5 \
    finClkSkew_ps 4.88 \
    clock.fmax_ghz 0.472 \
    ys_warn_count 1 \
    clock_latency_ps 280 \
    drv_cap 0 \
    swShare_pct 18.9 \
    power_density_nw_per_um2 251 \
    place_hpwl_mm 2.16 \
    cts_root_buf "clkbuf_8" \
    required_ps 4160 \
    ys_types 38 \
    drc 0 \
    criticalPathCategory "flop to output port" \
    top_area_share_pct 34.3 \
    cp_num_buf_inv 1 \
    cp_cell_sequence "clkdlybuf4s50_1" \
    grt_pass1_wl_mm 5.14 \
    ys_cells 162 \
    irDropWorstVdd_mv 0.0735 \
    highest_layer "met4" \
    ys_seq_share_pct 42.5 \
    viasPerCell 4.18 \
    finalCriticalPeriod_ps 2120 \
    cts_hold_buf 0 \
    drive_gt1_share_pct 8.43 \
    tool_warnings 26 \
    placed_area_um2 1600 \
    seqCellArea_um2 621 \
    num_vias 1146 \
    yosys-stat-area_um2 1460 \
    overflow 0 \
    wl_met1_mm 1.58 \
    stdcell_area_um2 1700 \
    cts_tree "done" \
    rsz0062_at_grt "false" \
    die-area_um2 13500 \
    critPathSlowestCell "clkdlybuf4s50_1" \
    max_stage_delay_ps 470 \
    p_int_uw 346 \
    clkPwrFrac_pct 46.9 \
    hold_path.class "flop to flop" \
    ys.flops 29 \
    drtIter0Drc 121 \
    tns_ps 0 \
    post-route-period-util_pct 40.8 \
    grtUsageTotal_pct 4.64 \
    cts_buffers 5 \
    clk_pin_slew_worst_paths_ps 60 \
    cts_resized 0 \
    cts_sinks 29 \
    wl_met3_um 186 \
    firstDrtPassIters 4 \
    antenna_left 0 \
    post-cts-setup-buffers 0 \
    n_antenna_cell 0 \
    met2_length_mm 1.14 \
    initCoreUtil_pct 16.5 \
    p_seq_share_pct 53.1 \
    grt_pass1_vias 1041 \
    cp-start-kind "flop" \
    coreArea_um2 8850 \
    finalHoldViolations 0 \
    clock_path_buffers 2 \
    syn_to_final_growth_pct 16.2 \
    worstPathArrival_ps 1080 \
    crit_family "buffers and inverters" \
    antenna_found_initial 0 \
    netlist_area_um2 1460 \
    avgSynthCellArea_um2 9.01 \
    place.gp.congestion 0.899 \
    switching_power_uw 80.7 \
    routedWlPerCell_um 10.8 \
    finalSetupViolCount 0 \
    grt_max_degree 16 \
    cp-end-kind "output port" \
    maxSlewHeadroom_pct 55.0 \
    htreeDepth 2 \
]
[cell type report]
type,instances,area share [%]
Tap cell,108,7.96
Sequential cell,29,36.6
Multi-Input combinational cell,116,45.1
Clock buffer,7,5.68
Clock inverter,1,0.295
Inverter,9,1.99
Timing Repair Buffer,4,2.36
[power groups by stage]
stage,sequential (uW),combinational (uW),clock (uW)
finish,226,0.000239,200
global route,226,0.000239,214
CTS,226,0.000239,204
[state kept, by name, indices dropped and copies added (netlist names)]
signal	cells
r_LED_1	1
r_LED_2	1
r_Count	25
r_LED_4	1
r_LED_3	1
[routing by layer]
| metal | GRT usage, % | up-vias |
|---|---|---|
| li1 | - | 589 |
| met1 | 7.13 | 528 |
| met2 | 6.18 | 23 |
| met3 | 1.57 | 6 |
| met4 | 0.751 | 0 |
| met5 | 0 | - |
[placed cells by master (no fill, tap or decap), types with 5 or more instances in the layout]
master / Yosys / final
dfxtp_1: 25 / 25
nand4_1: 11 / 11
nand3_1: 7 / 7
nand2_1: 9 / 9
xnor2_1: 13 / 13
nor4_1: 8 / 8
inv_1: 9 / 9
or3_1: 5 / 5
nor2_1: 18 / 18
clkbuf_8: 0 / 7
[cells by family (layout without fill, tap and decap cells)]
logic type,count (synthesis),count (layout),share of synthesized area (%)
AND/OR/NAND/NOR,86,86,36.0
flip-flops,29,29,42.5
XOR/XNOR,17,17,10.2
buffers and inverters,17,21,5.06
AND-OR/OR-AND,10,10,3.86
adder cells (fa/ha/maj),2,2,1.71
multiplexers,1,1,0.686
[synth_stat cells (all sizes together)]
library cell	n
nand2	9
a21oi	5
nand3b	2
nand4	12
nor4	8
o21ai	4
o31ai	1
edfxtp	4
inv	9
nand4b	2
nor2	19
nor4b	3
nand3	7
nand4bb	2
or2	2
xnor2	13
xor2	4
nor2b	1
clkbuf	2
and3	1
or4	2
and3b	1
nor3	3
buf	6
or4b	1
mux2i	1
and4	5
ha	2
dfxtp	25
or3	5
nor3b	1
[metrics by stage]
stage / power (uW) / std cells / worst slack (ps) / util (%) / hold slack (ps)
3_5_place_dp: 231 / 266 / 3200 / 18.0 / 486
4_1_cts: 430 / 274 / 3070 / 19.2 / 501
3_3_place_gp: 231 / 266 / 3260 / 18.0 / 479
5_1_grt: 440 / 274 / 3020 / 19.2 / 547
2_1_floorplan: 231 / 162 / 3520 / - / 448
6_report: 426 / 274 / 3080 / 19.2 / 491
[final timing paths]
check                           cells after the start                      to                   from  slack, ps
worst min register to register                      1   r_Count[0]$_SDFF_PN0_  r_Count[0]$_SDFF_PN0_        490
worst max register to register                      4  r_Count[17]$_SDFF_PN0_  r_Count[7]$_SDFF_PN0_       3210
worst min-delay path                                1   r_Count[0]$_SDFF_PN0_  r_Count[0]$_SDFF_PN0_        490
worst max-delay path                                1                 o_LED_3      r_LED_3$_DFFE_PN_       3080
No activity file was given, so power comes from the tool's default toggle rates.
