==> design/flow/design.v <==
module Debounce_Filter #(parameter DEBOUNCE_LIMIT = 20) (
  input  i_Clk,
  input  i_Bouncy,
  output o_Debounced);
  reg [$clog2(DEBOUNCE_LIMIT)-1:0] r_Count = 0;
  reg r_State = 1'b0;
  always @(posedge i_Clk)
  begin
    if (i_Bouncy !== r_State && r_Count < DEBOUNCE_LIMIT-1)
    begin
      r_Count <= r_Count + 1;
    end
    else if (r_Count == DEBOUNCE_LIMIT-1)
    begin
      r_State <= i_Bouncy;
      r_Count <= 0;
    end 
    else
    begin
      r_Count <= 0;
    end
  end
  assign o_Debounced = r_State;
endmodule
module LED_Toggle_Project
 (input  i_Clk,
  input  i_Switch_1,
  output o_LED_1);
  localparam DEBOUNCE_LIMIT = 20;
  reg r_LED_1    = 1'b0;
  reg r_Switch_1 = 1'b0;
  wire switch_1_debounced;
  Debounce_Filter #(.DEBOUNCE_LIMIT(DEBOUNCE_LIMIT)) uut (
    .i_Clk(i_Clk),
    .i_Bouncy(i_Switch_1),
    .o_Debounced(switch_1_debounced)
  );
  always @(posedge i_Clk)
  begin
    r_Switch_1 <= switch_1_debounced;
    if (r_Switch_1 == 1'b0 && switch_1_debounced == 1'b1)
    begin
      r_LED_1 <= ~r_LED_1;   
    end
  end
  assign o_LED_1 = r_LED_1;
endmodule
==> design/flow/run.sh <==
#!/bin/bash
# OpenROAD 26Q1-2900-gdf79404cd8, Yosys 0.63+post, stock flow scripts
make -C /OpenROAD-flow-scripts/flow DESIGN_CONFIG=/design/flow/config.mk WORK_HOME=/design/flow/orfs finish
==> design/flow/config.mk <==
export PLATFORM = sky130hd
export DESIGN_NAME = LED_Toggle_Project
export DESIGN_NICKNAME = LED_Toggle_Project
export VERILOG_FILES = /design/flow/design.v
export SDC_FILE = /design/flow/constraint.sdc
export NUM_CORES = 4
export LEC_CHECK = 1
export CORE_AREA = 10 10 70 70
export DIE_AREA = 0 0 80 80
==> design/flow/constraint.sdc <==
current_design LED_Toggle_Project

set clk_period 1.6
set clk_io_pct 0.2

create_clock -name clk0 -period $clk_period [get_ports {i_Clk}]

set non_clock_inputs [all_inputs -no_clocks]
set_input_delay [expr $clk_period * $clk_io_pct] -clock clk0 $non_clock_inputs
set_output_delay [expr $clk_period * $clk_io_pct] -clock clk0 [all_outputs]
==> Slide: Implementation Results <==
Synthesis and Place & Route Summary

Setup path
  – Reg2reg setup slack: about 440 ps
  – CP Cell Sequence: clkdlybuf4s50_1
  – CP max FO: 2
  – Crit path max-delay family: buffers and inverters
  – Buf/Inv on CP: 1
  – Nature of the critical path endpoint: output pin
  – Worst Setup Start Kind: flop
  – Critical Path Max Stage Delay: 470 ps
  – Reg2reg start: uut.r_State
  – Worst R2R End: uut.r_State
  – Slowest cell on the critical path: clkdlybuf4s50_1
  – Crit path kind: reg2out
  – R2R depth: 3
  – Critical Path AT: around 1100 ps
  – Worst Path Required: 1280 ps

GRT
  – Vias in the first global route: between 150 and 200
  – GRT overflow: 0
  – Tot GR Track Use: 0.0132
  – First-pass GRT wire length: around 700 um
  – Initial antenna violation count: 0
  – Largest net degree at the start of global routing: 6

Power
  – Clk pwr share: 0.397
  – Flop pwr share: 0.543
  – Static Leak: approximately 0.15 nW
  – Comb pwr share: 0.060
  – Power Density: between 900 and 1000 mW/mm^2
  – Switch share: 0.209
  – Psw: 85.2 uW
  – Worst VDD drop: around 120 uV
  – Internal power: roughly 320 uW

Clocking
  – Clock root cell: clkbuf_4
  – H-tree Lvls: 1
  – CTS tree: done
  – Reg clk slew, reported paths: around 50 ps
  – CTS hold repair buffers: 0
  – Resized Gates After CTS: 0
  – Clock Sinks: 8
  – Max Root-Sink Buffers: 2
  – Post CTS Setup Buffer Count: 0
  – Worst-Skew Late Latency: around 250 ps
  – CTS buffer count: 3

Final timing
  – RSZ-0062 raised after global routing: false
  – Final hold viol count: 0
  – Final worst-path cycle share: 0.872
  – Skew final: 4.19 ps
  – Setup violators final: 0
  – Fin Setup TNS: 0 ps
  – Final Max-Slew Violation Tally: 0
  – Tmin final: roughly 1400 ps
  – Worst-Margin Slew: between 200 and 250 ps
  – Headroom to the max-slew limit: 0.862
  – Max Clk Rate: 0.717 GHz

Synth
  – Yosys cell count: 28
  – Synth Seq Share: 0.585
  – Cell count after synthesis: 28
  – YS chip area: 308 sq um
  – Mapped Area: slightly above 300 sq um
  – Top cell type by total area after synthesis: dfxtp_1
  – Ys Warns: 2
  – Registers, synthesis: 8
  – Max-area cell share: 0.390
  – Synth top area cells: dfxtp_1, edfxtp_1, nor2_1, xnor2_1, xor2_1
  – Netlist cell types: 12
  – Post-Syn Area per Cell: about 11 sq um

Floorplanning
  – Initial Util: 0.0901
  – FP Rows: 21
  – Die width: around 80 um
  – I/O pins: 3
  – Core area: about 0.0034 sq mm
  – Die Y-Extent: ~80 um
  – Full die area: about 0.0064 sq mm

Job
  – Max cap viols: 0
  – Tool warnings: 25

Route
  – 1st-pass router iterations: 2
  – Via count: 206
  – Final ANT Viol Nets: 0
  – Initial detailed-routing violation count: 3
  – Remaining DRCs: 0
  – ANT cells: 0
  – Vias per inst: 2.54
  – Drt total wl: between 400 and 500 um
  – WL/cell: approximately 5.7 um

Outcome
  – Status: complete, no violations

Placement
  – Final GP Congestion: between 0.6 and 0.7
  – Placed cells: about 77
  – HPWL Detailed: between 300 and 400 um
  – Port bufs: 2

Finish
  – Fillers: between 300 and 400
  – Area grow syn2layout: 36.2%
  – Layout cells sized above 1: 0.171
  – Top Layout Cells: nor2_1, dfxtp_1, inv_1, clkbuf_4
  – Non-Filler Instances: between 80 and 90

Worst hold path
  – Hold crit path type: reg2reg
  – WHS Path Cells: 0
  – Endpoint of the worst hold path: r_Switch_1
  – Hold Startpoint: uut.r_State
==> cell type report <==
type | count | area, sq um | area share
timing repair buffer | 3 | 27.5 | 0.0657
tap | 46 | 57.6 | 0.137
clock buffer | 4 | 26.3 | 0.0627
sequential | 8 | 180 | 0.430
multi-input combinational | 17 | 116 | 0.278
inverter | 3 | 11.3 | 0.0269
==> cell families after synthesis <==
| family | share of synthesized area |
|---|---|
| simple gates | 0.154 |
| flops | 0.585 |
| xor+xnor | 0.114 |
| buf+inv | 0.0366 |
| compound gates | 0.0691 |
| fa+ha+maj | 0.0406 |
==> power by group through the flow <==
stage     clock network (mW)  logic (mW)  registers (mW)
4_1_cts                0.167      0.0246           0.221
5_1_grt                0.180      0.0280           0.221
6_report               0.162      0.0243           0.221
==> cells in the mapped netlist <==
cell      instances
nand3_1           2
nor2_1            6
dfxtp_1           6
edfxtp_1          2
xnor2_1           2
inv_1             3
nor2b_1           1
a211oi_2          1
o21ai_2           1
xor2_1            2
and4_1            1
ha_1              1
==> through the flow <==
stage / power [mW] / area [sq um] / utilization / worst slack [ps] / hold WS (ps)
floorplan: 0.240 / 308 / - / 439 / 382
global placement: 0.247 / 393 / 0.115 / 108 / 413
detailed placement: 0.249 / 393 / 0.115 / 85.6 / 416
CTS: 0.413 / 419 / 0.123 / 189 / 428
global route: 0.429 / 419 / 0.123 / 164 / 452
finish: 0.407 / 419 / 0.123 / 205 / 421
==> flip-flops by register name (all words and copies together) (netlist names) <==
signal       flops
uut.r_Count      5
r_Switch_1       1
uut.r_State      1
r_LED_1          1
==> worst max path at each step <==
| stage | slack, ps | endpoint | start | cells after the start |
|---|---|---|---|---|
| CTS | 190 | o_LED_1 | r_LED_1 | 1 |
| global route | 160 | o_LED_1 | r_LED_1 | 1 |
| finish | 200 | o_LED_1 | r_LED_1 | 1 |
==> routing by layer <==
layer	global-route usage	share of wire
met5	0	0
met4	0.0106	0.073
met3	0.00568	0.11
met2	0.0169	0.36
met1	0.0168	0.46
Power and IR drop assume default switching activity.
